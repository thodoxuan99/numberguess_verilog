**/design/flow/design.v**
```verilog
module comparator (in1,in2,out);
input [16:0]in1,in2;
output reg [1:0]out=2;
always@(*)
begin
	case ({in1[16],in2[16]})
	2'b11:out=in1[15:0]>in2[15:0]?1:
				 in1[15:0]<in2[15:0]?0:2;
	2'b00:out=in1[15:0]>in2[15:0]?0:
				 in1[15:0]<in2[15:0]?1:2;
	2'b01:out=0;
	2'b10:out=1;
	endcase
end
endmodule 
```
**/design/flow/run.sh**
```bash
#!/bin/bash
# OpenROAD 26Q1-2900-gdf79404cd8, Yosys 0.63+post, stock flow scripts
make -C /OpenROAD-flow-scripts/flow DESIGN_CONFIG=/design/flow/config.mk WORK_HOME=/design/flow/orfs finish
```
**/design/flow/config.mk**
```make
export PLATFORM = sky130hd
export DESIGN_NAME = comparator
export DESIGN_NICKNAME = comparator
export VERILOG_FILES = /design/flow/design.v
export SDC_FILE = /design/flow/constraint.sdc
export NUM_CORES = 4
export LEC_CHECK = 1
export CORE_AREA = 10 10 71 71
export DIE_AREA = 0 0 81 81
```
**/design/flow/constraint.sdc**
```tcl
current_design comparator

set clk_period 3.3
set clk_io_pct 0.2

create_clock -name clk0 -period $clk_period

set non_clock_inputs [all_inputs -no_clocks]
set_input_delay [expr $clk_period * $clk_io_pct] -clock clk0 $non_clock_inputs
set_output_delay [expr $clk_period * $clk_io_pct] -clock clk0 [all_outputs]
```
==> impl_metrics.tcl <==
# implementation run metrics
set metrics [dict create \
    ir_worst_vdd_mv 0.0542 \
    grt.total_usage_pct 4.58 \
    synth_area_um2 479 \
    core_mm2 0.00363 \
    min_to "out[0]" \
    tightest_slew_ns 0.287 \
    crit_required_ns 2.64 \
    path_max_fanout 3 \
    dp_cells 154 \
    met3_usage_pct 1.34 \
    grt_max_degree 4 \
    drc 0 \
    maxCapViolations 0 \
    ys_area_um2 479 \
    fmax_ghz 0.313 \
    power_density_mw_per_mm2 115 \
    vias_per_cell 3.70 \
    flop-count 0 \
    ys_seq_share_pct 0 \
    area_growth_syn_to_layout_pct 122 \
    grt_antenna_before_repair 0 \
    cpLargestDelayFamily "buffers and inverters" \
    final-hold-violation-count 0 \
    rsz0062_at_grt "false" \
    slew_viol_final 0 \
    num_rows 22 \
    use_met1_pct 6.08 \
    flop_area_um2 0 \
    drtPass1Iterations 2 \
    layout.cells.non_filler 156 \
    final_common_cell "clkdlybuf4s50_1" \
    critPathMaxStageDelay_ns 0.48 \
    num-clock-buffers 0 \
    via_count 577 \
    wl_per_cell_um 10.5 \
    cp.arrival_ns 2.53 \
    drtIter0Drc 8 \
    final.period_utilization_pct 96.8 \
    yosysUniqueCellTypes 20 \
    path_cells "clkdlybuf4s50_1 > inv_2 > ha_4 > nand4_4 > buf_4 > nor2_1 > nor3_2 > nand4bb_4 > a211oi_2 > clkdlybuf4s15_1" \
    yosysCellCount 66 \
    criticalPathCategory "primary input to output pin" \
    hp-start "in1[16]" \
    avgSynthCellArea_um2 7.26 \
    leakage_nw 0.467 \
    total_power_mw 0.122 \
    cp_num_buf_inv 4 \
    dp_hpwl_um 1400 \
    synth_cells 66 \
    placed_area_um2 930 \
    drive_gt1_share_pct 23.1 \
    stdcell_area_mm2 0.00107 \
    fillers 376 \
    antenna_cells 0 \
    gr-max-usage-layer "met2" \
    chipWidth_um 81 \
    whs_path_depth 4 \
    status "complete, no violations" \
    ioPinCount 36 \
    wl_um 1640 \
    die-height_um 81 \
    fp.dieArea_mm2 0.00656 \
    end_kind "output pin" \
    yosys_warnings 1 \
    warnings 33 \
    min_period_ns 3.19 \
    antenna_left 0 \
    critPathLaunchType "primary input" \
    use_met2_pct 7.64 \
    maxSlewHeadroom_pct 80.7 \
    initCoreUtil_pct 13.2 \
    cts_hold_buffers 0 \
    mostFrequentLayoutCells "34 x clkdlybuf4s50_1, 16 x inv_1, 11 x ha_1" \
    overflow 0 \
    gp_congestion 0.798 \
    first_global_vias 587 \
    portBuffers 36 \
    grt_pass1_wl_um 2540 \
    hold_class "primary input to output pin" \
    setup_viol 0 \
    slowest_stage "clkdlybuf4s50_1" \
]
worst max-delay path by stage:
stage,cells after the start,to,start
CTS,10,out[0],in2[7]
global route,10,out[0],in2[10]
finish,10,out[0],in2[15]
through the flow:
stage | hold WS (ns) | TNS [ns] | setup slack [ns] | utilization, %
3_5_place_dp | 2.32 | -0.654 | -0.333 | 25.6
6_report | 2.09 | 0 | 0.107 | 29.3
5_1_grt | 2.12 | 0 | 0.00586 | 29.3
3_3_place_gp | 2.30 | -0.545 | -0.274 | 25.6
4_1_cts | 2.15 | -0.0863 | -0.0435 | 26.7
2_1_floorplan | 1.38 | 0 | 0.734 | -
metal layers:
layer	part of all wire, %	wire, um
met5	0	0
met4	0	0
met3	8.4	137
met2	45	740
met1	46	759
tightest hold or removal path, stage by stage:
cell	delay, ns
clkdlybuf4s50_1	0.44
inv_1	0.09
a211oi_2	0.06
clkdlybuf4s15_1	0.18
cells in the mapped netlist:
cell | instances | area (um2)
inv_1 | 18 | 67.6
nor2b_1 | 1 | 6.26
o21ai_0 | 2 | 10.0
a21oi_1 | 6 | 30.0
nor4_2 | 1 | 12.5
nand4bb_2 | 1 | 16.3
nand4_1 | 1 | 6.26
nor3b_1 | 1 | 7.51
nor2_1 | 1 | 3.75
ha_1 | 16 | 200
a211oi_1 | 1 | 7.51
o211ai_1 | 1 | 7.51
a211o_1 | 1 | 8.76
nor3_1 | 3 | 15.0
and3_2 | 1 | 7.51
nand4_2 | 1 | 12.5
and4_1 | 2 | 17.5
nand2_1 | 6 | 22.5
a21boi_2 | 1 | 11.3
xnor2_1 | 1 | 8.76
layout make-up:
type | instances | area [um2] | share of cell area (%)
inverters | 18 | 67.6 | 6.34
repair buffers | 42 | 400 | 37.6
well taps | 48 | 60.1 | 5.63
multi-input cells | 48 | 538 | 50.5
power by group:
group          leakage [nW]  switching [mW]  internal, mW
logic                 0.467          0.0460        0.0763
clock network             0               0             0
registers                 0               0             0
total                 0.467          0.0460        0.0763
what timing repair did:
action | in CTS | in global routing
setup endpoints to repair | 2 | 2
pin swaps | 3 | 9
buffers inserted | 1 | 1
gates resized | 6 | 17
cell families (layout without fill, tap and decap cells):
logic type | Yosys count | count (layout) | synth area share, %
xor+xnor | 1 | 1 | 1.83
compound gates | 12 | 12 | 15.7
simple gates | 19 | 19 | 26.6
fa+ha+maj | 16 | 16 | 41.8
buf+inv | 18 | 60 | 14.1
Power figures rest on the tool's default switching activity, not on a simulated workload.
