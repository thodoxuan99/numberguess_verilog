[flow/run.sh]
#!/bin/bash
# OpenROAD 26Q1-2900-gdf79404cd8, Yosys 0.63+post, stock flow scripts
make -C /OpenROAD-flow-scripts/flow DESIGN_CONFIG=/design/flow/config.mk WORK_HOME=/design/flow/orfs finish
[flow/config.mk]
export PLATFORM = sky130hd
export DESIGN_NAME = displayLCD
export DESIGN_NICKNAME = displayLCD
export VERILOG_FILES = /design/flow/design.v
export SDC_FILE = /design/flow/constraint.sdc
export NUM_CORES = 4
export LEC_CHECK = 1
export CORE_UTILIZATION = 30
[flow/constraint.sdc]
current_design displayLCD

set clk_period 27.1
set clk_io_pct 0.2

create_clock -name clk0 -period $clk_period [get_ports {button}]
create_clock -name clk1 -period $clk_period [get_ports {submit2}]

set non_clock_inputs [all_inputs -no_clocks]
set_input_delay [expr $clk_period * $clk_io_pct] -clock clk0 $non_clock_inputs
set_output_delay [expr $clk_period * $clk_io_pct] -clock clk0 [all_outputs]
[flow/design.v]
module convertInt_Str(M,out);
input [17:1] M;
output   [8*5:1]out;
assign out[8:1]=M[4:1]+48;
assign out[16:9]=M[8:5]+48;
assign out[24:17]=M[12:9]+48;
assign out[32:25]=M[16:13]+48;
assign out[40:33]=(M[17]==0)?45:43;
endmodule 
module displayLCD(Nvalue,Mvalue,out,button,counter_times,timesIN,submit2,string); 
input [16:0]Nvalue,Mvalue;
input [1:0]out;
input button;
input [3:0]counter_times;
input [3:0]timesIN;
input submit2;
reg [3:0]timesIN_;
integer i=0;
reg [8*16:1]string1="M < N ,con ";
reg [8*16:1]string2="M > N ,con ";
reg [8*16:1]string3="       N = ";
reg [8*16:1]string4="       M = ";
output reg [ 8*16:1]string={16{8'h20}};
wire [8*5:1] N_str,M_str,Times_Str;
convertInt_Str convertN(Nvalue,N_str);
convertInt_Str convertM(Mvalue,M_str);
convertInt_Str convertTime(timesIN_-counter_times,Times_Str);
always@(negedge submit2)
timesIN_<=timesIN;
always@( negedge button) 
begin
i=(i+1)%3;
end
always@(*)
begin
	case(i)
	0:
		if(counter_times>=timesIN_) string<="      LOSE      ";
		else string<=(out==1)?(((string1<<8)+Times_Str[8:1])<<(8*4))+" lan":
				(out==0)?(((string2<<8)+Times_Str[8:1])<<(8*4))+" lan":"      WIN       ";
	1: string<=(string3<<40)+N_str;
	2: string<=(string4<<40)+M_str;
	endcase
end
endmodule 				
==> summary.txt <==
run results: run status=finished, final reports clean, FILL cells=2754, core area=26900 sq um, Final Cell Area=9490 sq um, antenna violations before repair=0, VDD IR max=0.0000304 V, Crit Path Class=in2reg, Post-synth top cells=buf_4, nand2_1, nor2_1, post-synth top area cell=buf_4, drt pass-1 iters=5, CP startpoint=timesIN[3], port buffer count=113, die height=167 um, WL final=21900 um, DP HPWL=17200 um, Clock Pin Slew Worst Setup and Hold Paths=0.03 ns, Final Skew=0.0146 ns, area share, top type=8.89%, Worst-Margin Slew=0.792 ns, Reg area=1320 sq um, Setup TNS=0 ns, largest net degree at the start of global routing=41, hold_ws=0.831 ns, chip area=28000 sq um, antenna cell count=0, CTS resizes=0, Worst slew margin=47.0%, LEAKAGE=3.58 nW, GR Overflow Total=0, Tool Warnings=66, vias in the first global route=6999, Die Wd=167 um, Area Overhead vs Synth=15.8%, FP Core Util=30.5%, slowest stage delay, CP=0.41 ns, # DRC=0, CTS Hold Buffers Added=0, # rows=60, endpoints left unconstrained=108, share of layout cells above drive strength 1=7.73%, flip-flops with a built-in enable=0, Post-Syn Area per Cell=7.60 sq um, Cells after Synth=1079, post-synth cell types=109, Antenna Nets Post-Route=0, WP data arrival=5.83 ns, Vias=7962, CP Launch Type=input port, total of max-cap violations=0, Worst R2R Start=i[0], crit path capture type=register, DR WL/cell=14.5 um, Top cells by area=buf_4, dfxtp_1, dlxtn_1, xnor2_1, nand2_1, Fin. Hold Viols=0, yosys cell count=1079, Setup Buffers After CTS=0, first-pass GRT wire length=35300 um, pins over their slew limit=0, total track usage=15.1%, Vias/cell=5.29, Mapped Area=8200 sq um, Comb area=6090 sq um, critical path's slowest cell=clkdlybuf4s50_1, RSZ-0062 raised after global routing=no, gpl congestion=0.893, drt initial violations=482, CP required=13.73 ns, ys async rst share=0%, Final Total Pwr=0.000158 W, Crit Path Max Fanout=1, CP bufs+invs=1, yosys stat area=8200 sq um, crit path cell chain=clkdlybuf4s50_1, Synth Register Bits=76, io pins=174, Syn. warnings=2, startpoint of the worst hold path=i[0], Worst Hold Class=reg2reg, PwrDens=16.6 nW/um^2, Dominant flop cell=dlxtn_1, critical path's top delay family=buffers and inverters, final setup vio count=0, CTS tree=done, register pins left without a clock=40, Area after DPL=9150 sq um
stage by stage:
step	setup WS (ns)	instances	utilization, %
after CTS	7.90	1505	35.3
final	7.90	1505	35.3
after global placement	7.61	1460	34.1
after detailed placement	7.60	1460	34.1
after global routing	7.90	1505	35.3
after floorplan	8.03	1137	-
path summary, 6_finish.rpt:
check / endpoint / slack [ns] / cells past startpoint
worst min-delay path: i[0] / 0.83 / 2
min in group clk1: timesIN_[0] / 19.12 / 1
worst max register to register: i[24] / 12.99 / 41
worst min register to register: i[0] / 0.83 / 2
max in group clk0: i[24] / 12.99 / 41
worst max-delay path: timesIN_[3] / 7.90 / 1
registers in the layout, indices dropped and copies added, names as in the netlist:
signal and cells:
string 40, timesIN_ 4, i 32
cells in the final DEF, fill, tap and decap left out, drive strengths merged, types with 19 or more instances in the layout:
| cell type | count |
|---|---|
| nor4 | 23 |
| xnor2 | 57 |
| nand2 | 98 |
| dfxtp | 36 |
| conb | 60 |
| nor3 | 44 |
| nor2 | 78 |
| dlxtn | 40 |
| a21oi | 42 |
| xor2 | 33 |
| a31oi | 20 |
| clkdlybuf4s50 | 113 |
| and3 | 19 |
| nand4 | 22 |
| inv | 66 |
| mux2i | 25 |
| o21ai | 38 |
| nand3 | 37 |
cells by family after synthesis:
| logic type | count (synthesis) | synth area share [%] |
|---|---|---|
| AOI/OAI and AO/OA | 293 | 28.9 |
| DFF | 36 | 8.79 |
| muxes | 29 | 3.60 |
| and+or+nand+nor | 404 | 26.3 |
| xor gates and xnor gates | 91 | 10.1 |
| buffers and inverters | 170 | 12.7 |
| latches | 40 | 7.33 |
| other | 2 | 0.0916 |
| adders and majority gates | 14 | 2.23 |
layer usage:
layer | wire (um) | part of all wire (%) | global-route usage (%) | vias to the layer above
met5 | 0 | 0 | 0 | -
met4 | 248 | 1.1 | 2.47 | 0
met3 | 697 | 3.2 | 1.06 | 12
met2 | 9810 | 45 | 22.7 | 150
met1 | 11100 | 51 | 23.8 | 3730
li1 | - | - | - | 4070
cell type report:
class                   count  share of cell area, %
clock buffers               8                   2.11
clock inverters            39                   1.56
inverters                  28                   1.11
multi-input cells         891                   64.2
flip-flops and latches     76                   13.9
well taps                 341                   4.50
repair buffers            122                   12.6
power breakdown:
group / internal (W) / switching, W
clock network: 0.0000590 / 0.0000340
logic: 0.00000727 / 0.00000342
registers: 0.0000539 / 0.000000145
tightest hold or removal path: stages, from the launching register on:
cell and delay (ns):
dfxtp_1 0.49, xnor2_1 0.25, inv_1 0.05
No activity file was given, so power comes from the tool's default toggle rates.
